File: flow/design.v
package SLC3_2;
   parameter op_ADD = 4'b0001;  
   parameter op_AND = 4'b0101;
   parameter op_NOT = 4'b1001;
   parameter op_BR  = 4'b0000;
   parameter op_JMP = 4'b1100;
   parameter op_JSR = 4'b0100;
   parameter op_LDR = 4'b0110;
   parameter op_STR = 4'b0111;
   parameter op_PSE = 4'b1101;
   parameter NO_OP = 15'b0;    
   parameter R0 = 3'b000;       
   parameter R1 = 3'b001;
   parameter R2 = 3'b010;
   parameter R3 = 3'b011;
   parameter R4 = 3'b100;
   parameter R5 = 3'b101;
   parameter R6 = 3'b110;
   parameter R7 = 3'b111;
   parameter p   = 3'b001;      
   parameter z   = 3'b010;
   parameter zp  = 3'b011;
   parameter n   = 3'b100;
   parameter np  = 3'b101;
   parameter nz  = 3'b110;
   parameter nzp = 3'b111;
   parameter outHEX = -1;
   parameter inSW = -1;
   function [15:0] opCLR ( input [2:0] DR );
      opCLR[15:12] = op_AND;
      opCLR[11: 9] = DR;
      opCLR[ 8: 6] = DR;
      opCLR[ 5   ] = 1'b1;
      opCLR[ 4: 0] = 5'b0;
   endfunction
   function [15:0] opAND ( input [2:0] DR, SR1, SR2 );
      opAND[15:12] = op_AND;
      opAND[11: 9] = DR;
      opAND[ 8: 6] = SR1;
      opAND[ 5: 3] = 3'b0;
      opAND[ 2: 0] = SR2;
   endfunction
   function [15:0] opANDi ( input [2:0] DR, SR, integer imm5 );
      opANDi[15:12] = op_AND;
      opANDi[11: 9] = DR;
      opANDi[ 8: 6] = SR;
      opANDi[ 5   ] = 1'b1;
      opANDi[ 4: 0] = imm5[4:0];
   endfunction
   function [15:0] opADD ( input [2:0] DR, SR1, SR2 );
      opADD[15:12] = op_ADD;
      opADD[11: 9] = DR;
      opADD[ 8: 6] = SR1;
      opADD[ 5: 3] = 3'b0;
      opADD[ 2: 0] = SR2;
   endfunction
   function [15:0] opADDi ( input [2:0] DR, SR, integer imm5 );
      opADDi[15:12] = op_ADD;
      opADDi[11: 9] = DR;
      opADDi[ 8: 6] = SR;
      opADDi[ 5   ] = 1'b1;
      opADDi[ 4: 0] = imm5[4:0];
   endfunction
   function [15:0] opINC ( input [2:0] DR );
      opINC[15:12] = op_ADD;
      opINC[11: 9] = DR;
      opINC[ 8: 6] = DR;
      opINC[ 5   ] = 1'b1;
      opINC[ 4: 0] = 1;
   endfunction
   function [15:0] opDEC ( input [2:0] DR );
      opDEC[15:12] = op_ADD;
      opDEC[11: 9] = DR;
      opDEC[ 8: 6] = DR;
      opDEC[ 5   ] = 1'b1;
      opDEC[ 4: 0] = -1;
   endfunction
   function [15:0] opNOT ( input [2:0] DR, SR );
      opNOT[15:12] = op_NOT;
      opNOT[11: 9] = DR;
      opNOT[ 8: 6] = SR;
      opNOT[ 5: 0] = 5'b1;
   endfunction
   function [15:0] opBR ( input [2:0] condition, integer PCoffset9 );
      opBR[15:12] = op_BR;
      opBR[11: 9] = condition;
      opBR[ 8: 0] = PCoffset9[8:0];
   endfunction
   function [15:0] opJMP ( input [2:0] BaseR );
      opJMP[15:12] = op_JMP;
      opJMP[11: 9] = 3'b0;
      opJMP[ 8: 6] = BaseR;
      opJMP[ 5: 0] = 6'b0;
   endfunction
   function [15:0] opRET ( );
      opRET[15:12] = op_JMP;
      opRET[11: 9] = 3'b0;
      opRET[ 8: 6] = R7;
      opRET[ 5: 0] = 6'b0;
   endfunction
   function [15:0] opJSR ( input integer PCoffset11 );
      opJSR[15:12] = op_JSR;
      opJSR[11   ] = 1'b1;
      opJSR[10: 0] = PCoffset11[10:0];
   endfunction
   function [15:0] opLDR ( input [2:0] DR, BaseR, integer offset6 );
      opLDR[15:12] = op_LDR;
      opLDR[11: 9] = DR;
      opLDR[ 8: 6] = BaseR;
      opLDR[ 5: 0] = offset6[5:0];
   endfunction
   function [15:0] opSTR ( input [2:0] SR, BaseR, integer offset6 );
      opSTR[15:12] = op_STR;
      opSTR[11: 9] = SR;
      opSTR[ 8: 6] = BaseR;
      opSTR[ 5: 0] = offset6[5:0];
   endfunction
   function [15:0] opPSE ( input [11:0] ledVect12 );
      opPSE[15:12] = op_PSE;
      opPSE[11: 0] = ledVect12;
   endfunction
endpackage
module flytrap(input  logic [9:0] init_x,init_y,
					input  logic [9:0] trigger_x_left,trigger_x_right,
											 trigger_y_up,trigger_y_down,
					input  logic [9:0] man_x,man_y,
					input  logic [1:0] direction,		 
					input  logic Clk,Reset,restart,frame_clk,
					input  logic [1:0] inmap,
					input  logic [3:0] speed,
					output logic trap_on,
					output logic [1:0] trapspikestate,	 
					output logic [9:0] trap_x,trap_y);
		logic trap_on_next;
		logic [5:0] moving_counter,moving_counter_next;
		logic [9:0] trap_x_next,trap_y_next;
		assign trapspikestate = direction;
		logic frame_clk_delayed, frame_clk_rising_edge;
		always_ff @ (posedge Clk) begin
			frame_clk_delayed <= frame_clk;
			frame_clk_rising_edge <= (frame_clk == 1'b1) && (frame_clk_delayed == 1'b0);
		end
		always_ff @ (posedge Clk)
		begin
			if (Reset || restart)
			begin
				trap_on <= 1'b0;
				trap_x <= init_x;
				trap_y <= init_y;
				moving_counter <= 6'b000000;
			end
			else
			begin
				trap_on <= trap_on_next;
				trap_x <= trap_x_next;
				trap_y <= trap_y_next;
				moving_counter <= moving_counter_next;
			end
		end
		always_comb
		begin
			trap_on_next = trap_on;
			trap_x_next = trap_x;
			trap_y_next = trap_y;
			moving_counter_next = moving_counter;
			if (frame_clk_rising_edge)
			begin
				if (man_x <= trigger_x_right && man_x >= trigger_x_left && 
					 (man_y+20) >= trigger_y_up && (man_y+20) <= trigger_y_down &&
					 inmap == 2'b01)
					trap_on_next = 1'b1;
				if (inmap == 2'b01 && trap_on)
				begin
					moving_counter_next = moving_counter+1;
					case (direction)
						2'b00: trap_y_next = trap_y-speed;
						2'b01: trap_x_next = trap_x+speed;
						2'b10: trap_x_next = trap_x-speed;
						2'b11: trap_y_next = trap_y+speed;
						default: ;
					endcase
				end
				if (moving_counter == 6'b111111)
				begin
					trap_on_next = 1'b0;
					moving_counter_next = 6'b111111;
				end
			end
		end
endmodule
module weaktrap(input  logic getshot,Clk,Reset,restart,
					 input  logic [1:0] direction,inmap,
					 input  logic [9:0] init_x,init_y,
					 output logic trap_on,
					 output logic [1:0] trapspikestate,	 
					 output logic [9:0] trap_x,trap_y);
		logic trap_on_next;
		logic [1:0] counter,counter_next;
		assign trapspikestate = direction;
		assign trap_x = init_x;
		assign trap_y = init_y;
		always_ff @(posedge Clk)
		begin
			if (Reset || restart)
			begin
				if (inmap==2'b00)
					trap_on <= 1'b1;
				else
					trap_on <= 1'b0;
				counter <= 2'b00;
			end
			else
			begin
				trap_on <= trap_on_next;
				counter <= counter_next;
			end
		end
		always_comb
		begin
			counter_next = counter;
			trap_on_next = trap_on;
			if (inmap != 2'b00)
				trap_on_next = 1'b0;
			if (getshot && trap_on)
				counter_next = counter + 1;
			if (counter==2'b11)
			begin
				trap_on_next = 1'b0;
				counter_next = 2'b11;
			end
		end
endmodule
module istrap(input  logic Reset,frame_clk,restart,Clk,
				  input  logic getshot2,
								   getshot3,
								   getshot4,
								   getshot5,
								   getshot6,
								   getshot7,
				  input  logic [1:0] inmap,
				  input  logic [9:0] DrawX,DrawY,
											man_x,man_y,
				  output logic is_trap,
									weak_2,
									weak_3,
									weak_4,
									weak_5,
									weak_6,
									weak_7,
				  output logic [1:0] trapspikestate,
				  output logic [9:0] trap_x,trap_y
				 );
		 flytrap				trap0(.*,
										.init_x(13*32),
										.init_y(7*32),
										.trigger_x_left(11*32),
										.trigger_x_right(12*32),
										.trigger_y_up(6*32),
										.trigger_y_down(9*32),
										.direction(2'b10),	 
										.speed(10'd2),
										.trap_on(trap0_on),
										.trapspikestate(trap0spikestate),
										.trap_x(trap0_x),
										.trap_y(trap0_y));
		 flytrap				trap1(.*,
										.init_x(13*32),
										.init_y(8*32),
										.trigger_x_left(11*32),
										.trigger_x_right(12*32),
										.trigger_y_up(6*32),
										.trigger_y_down(9*32),
										.direction(2'b10),	 
										.speed(10'd2),
										.trap_on(trap1_on),
										.trapspikestate(trap1spikestate),
										.trap_x(trap1_x),
										.trap_y(trap1_y));
		 weaktrap			trap2(.*,
										.getshot(getshot2),
										.init_x(12*32),
										.init_y(2*32),
										.direction(2'b00),	 
										.trap_on(trap2_on),
										.trapspikestate(trap2spikestate),
										.trap_x(trap2_x),
										.trap_y(trap2_y));
		 weaktrap			trap3(.*,
										.getshot(getshot3),
										.init_x(13*32),
										.init_y(2*32),
										.direction(2'b00),	 
										.trap_on(trap3_on),
										.trapspikestate(trap3spikestate),
										.trap_x(trap3_x),
										.trap_y(trap3_y));
		 weaktrap			trap4(.*,
										.getshot(getshot4),
										.init_x(14*32),
										.init_y(2*32),
										.direction(2'b00),	 
										.trap_on(trap4_on),
										.trapspikestate(trap4spikestate),
										.trap_x(trap4_x),
										.trap_y(trap4_y));
		 weaktrap			trap5(.*,
										.getshot(getshot5),
										.init_x(15*32),
										.init_y(2*32),
										.direction(2'b00),	 
										.trap_on(trap5_on),
										.trapspikestate(trap5spikestate),
										.trap_x(trap5_x),
										.trap_y(trap5_y));
		 weaktrap			trap6(.*,
										.getshot(getshot6),
										.init_x(16*32),
										.init_y(2*32),
										.direction(2'b00),	 
										.trap_on(trap6_on),
										.trapspikestate(trap6spikestate),
										.trap_x(trap6_x),
										.trap_y(trap6_y));
		 weaktrap			trap7(.*,
										.getshot(getshot7),
										.init_x(17*32),
										.init_y(2*32),
										.direction(2'b00),	 
										.trap_on(trap7_on),
										.trapspikestate(trap7spikestate),
										.trap_x(trap7_x),
										.trap_y(trap7_y));
		 flytrap				trap8(.*,
										.init_x(17*32),
										.init_y(5*32),
										.trigger_x_left(17*32-5),
										.trigger_x_right(640),
										.trigger_y_up(3*32-5),
										.trigger_y_down(6*32),
										.direction(2'b00),	 
										.speed(10'd5),
										.trap_on(trap8_on),
										.trapspikestate(trap8spikestate),
										.trap_x(trap8_x),
										.trap_y(trap8_y));
		 flytrap				trap9(.*,
										.init_x(18*32),
										.init_y(5*32),
										.trigger_x_left(17*32-5),
										.trigger_x_right(640),
										.trigger_y_up(3*32-5),
										.trigger_y_down(6*32),
										.direction(2'b00),	 
										.speed(10'd5),
										.trap_on(trap9_on),
										.trapspikestate(trap9spikestate),
										.trap_x(trap9_x),
										.trap_y(trap9_y));									
		 flytrap				trap10(.*,
										.Reset(Reset_h),
										.frame_clk(VGA_VS),
										.init_x(19*32),
										.init_y(5*32),
										.trigger_x_left(17*32-5),
										.trigger_x_right(640),
										.trigger_y_up(3*32-5),
										.trigger_y_down(6*32),
										.direction(2'b00),	 
										.speed(10'd5),
										.trap_on(trap10_on),
										.trapspikestate(trap10spikestate),
										.trap_x(trap10_x),
										.trap_y(trap10_y));		
		 logic trap0_on,
				 trap1_on,
				 trap2_on,
				 trap3_on,
				 trap4_on,
				 trap5_on,
				 trap6_on,
				 trap7_on,
				 trap8_on,
				 trap9_on,
				 trap10_on;
		 logic [1:0] trap0spikestate,
						 trap1spikestate,
						 trap2spikestate,
						 trap3spikestate,
						 trap4spikestate,
						 trap5spikestate,
						 trap6spikestate,
						 trap7spikestate,
						 trap8spikestate,
						 trap9spikestate,
						 trap10spikestate;
		 logic [9:0] trap0_x,trap0_y,
						 trap1_x,trap1_y,
						 trap2_x,trap2_y,
						 trap3_x,trap3_y,
						 trap4_x,trap4_y,
						 trap5_x,trap5_y,
						 trap6_x,trap6_y,
						 trap7_x,trap7_y,
						 trap8_x,trap8_y,
						 trap9_x,trap9_y,
						 trap10_x,trap10_y;
		always_comb
		begin
			is_trap = 1'b0;
			trapspikestate = 2'b00;
			trap_x = 10'b0;
			trap_y = 10'b0;
			weak_2 = 1'b0;
			weak_3 = 1'b0;
			weak_4 = 1'b0;
			weak_5 = 1'b0;
			weak_6 = 1'b0;
			weak_7 = 1'b0;
			if (DrawX-trap0_x < 32 && DrawY-trap0_y < 32 && trap0_on)
			begin
				trap_x = DrawX-trap0_x;
				trap_y = DrawY-trap0_y;
				trapspikestate = trap0spikestate;
				is_trap = 1'b1;
			end
			else if (DrawX-trap1_x < 32 && DrawY-trap1_y < 32 && trap1_on)
			begin
				trap_x = DrawX-trap1_x;
				trap_y = DrawY-trap1_y;
				trapspikestate = trap1spikestate;
				is_trap = 1'b1;
			end
			else if (DrawX-trap2_x < 32 && DrawY-trap2_y < 32 && trap2_on)
			begin
				trap_x = DrawX-trap2_x;
				trap_y = DrawY-trap2_y;
				trapspikestate = trap2spikestate;
				is_trap = 1'b1;
				weak_2 = 1'b1;
			end
			else if (DrawX-trap3_x < 32 && DrawY-trap3_y < 32 && trap3_on)
			begin
				trap_x = DrawX-trap3_x;
				trap_y = DrawY-trap3_y;
				trapspikestate = trap3spikestate;
				is_trap = 1'b1;
				weak_3 = 1'b1;
			end
			else if (DrawX-trap4_x < 32 && DrawY-trap4_y < 32 && trap4_on)
			begin
				trap_x = DrawX-trap4_x;
				trap_y = DrawY-trap4_y;
				trapspikestate = trap4spikestate;
				is_trap = 1'b1;
				weak_4 = 1'b1;
			end
			else if (DrawX-trap5_x < 32 && DrawY-trap5_y < 32 && trap5_on)
			begin
				trap_x = DrawX-trap5_x;
				trap_y = DrawY-trap5_y;
				trapspikestate = trap5spikestate;
				is_trap = 1'b1;
				weak_5 = 1'b1;
			end
			else if (DrawX-trap6_x < 32 && DrawY-trap6_y < 32 && trap6_on)
			begin
				trap_x = DrawX-trap6_x;
				trap_y = DrawY-trap6_y;
				trapspikestate = trap6spikestate;
				is_trap = 1'b1;
				weak_6 = 1'b1;
			end
			else if (DrawX-trap7_x < 32 && DrawY-trap7_y < 32 && trap7_on)
			begin
				trap_x = DrawX-trap7_x;
				trap_y = DrawY-trap7_y;
				trapspikestate = trap7spikestate;
				is_trap = 1'b1;
				weak_7 = 1'b1;
			end
			else if (DrawX-trap8_x < 32 && DrawY-trap8_y < 32 && trap8_on)
			begin
				trap_x = DrawX-trap8_x;
				trap_y = DrawY-trap8_y;
				trapspikestate = trap8spikestate;
				is_trap = 1'b1;
			end
			else if (DrawX-trap9_x < 32 && DrawY-trap9_y < 32 && trap9_on)
			begin
				trap_x = DrawX-trap9_x;
				trap_y = DrawY-trap9_y;
				trapspikestate = trap9spikestate;
				is_trap = 1'b1;
			end
			else if (DrawX-trap10_x < 32 && DrawY-trap10_y < 32 && trap10_on)
			begin
				trap_x = DrawX-trap10_x;
				trap_y = DrawY-trap10_y;
				trapspikestate = trap10spikestate;
				is_trap = 1'b1;
			end
		end
endmodule
File: flow/run.sh
#!/bin/bash
# OpenROAD 26Q1-2900-gdf79404cd8, Yosys 0.63+post, stock flow scripts
make -C /OpenROAD-flow-scripts/flow DESIGN_CONFIG=/design/flow/config.mk WORK_HOME=/design/flow/orfs finish
File: flow/config.mk
export PLATFORM = sky130hd
export DESIGN_NAME = istrap
export DESIGN_NICKNAME = istrap
export VERILOG_FILES = /design/flow/design.v
export SDC_FILE = /design/flow/constraint.sdc
export NUM_CORES = 4
export LEC_CHECK = 1
export CORE_UTILIZATION = 30
File: flow/constraint.sdc
current_design istrap

set clk_period 6.9
set clk_io_pct 0.2

create_clock -name clk0 -period $clk_period [get_ports {Clk}]

set non_clock_inputs [all_inputs -no_clocks]
set_input_delay [expr $clk_period * $clk_io_pct] -clock clk0 $non_clock_inputs
set_output_delay [expr $clk_period * $clk_io_pct] -clock clk0 [all_outputs]
==> results.json <==
{
  "status": "finished clean",
  "hold_path_depth": 1,
  "vdd_ir_drop_max_uv": 121,
  "worst_pin_slew_ns": 0.896,
  "synth_cell_type_count": 80,
  "min_from": "trap9.frame_clk_delayed",
  "yosysWarnings": 49,
  "row_count": 54,
  "hold_viol": 0,
  "hold_path_class": "reg2reg",
  "crit_path_start_kind": "primary input",
  "clk_path_buf_depth": 2,
  "max_freq_ghz": 0.151,
  "cts_buffers": 9,
  "critPathCaptureType": "output pin",
  "path_class": "in2out",
  "r2r_cells": 6,
  "syn_to_final_growth_pct": 20.5,
  "cap_violations": 0,
  "fp.coreArea_mm2": 0.0222,
  "r2r-start": "trap9.frame_clk_rising_edge",
  "slew_headroom_pct": 40.3,
  "dieArea_mm2": 0.0235,
  "drt_iter0_drc": 323,
  "grt_setup_unrepaired": "no",
  "cts_num_sinks": 86,
  "grt_pass1_vias": 5546,
  "cp.arrival_ns": 5.23,
  "ys_cells": 850,
  "fin_hold_ws_ns": 0.383,
  "edf_count": 6,
  "drc_errors": 0,
  "cts-htree-levels": 3,
  "finalClockPeriodUsage_pct": 95.8,
  "cts.clk_slew.worst_paths_ns": 0.06,
  "setup-violations-final": 0,
  "die_w_um": 153,
  "common_cells": "80 x dfxtp_1, 77 x nand2_1, 77 x nor2_1",
  "dr_total_vias": 6207,
  "grt_max_degree": 64,
  "synth_seq_share_pct": 26.0,
  "post_cts_buffers": 0,
  "period_minus_slack_ns": 6.61,
  "setup_tns_ns": 0,
  "warnings": 43,
  "clock_latency_ns": 0.35,
  "syn-cell-area_mm2": 0.00686,
  "io_pins": 81,
  "grt_usage_pct": 14.9,
  "drtPass1Iterations": 4,
  "postSynthCellCount": 850,
  "drive_gt1_share_pct": 5.26,
  "synthArstFlopShare_pct": 0,
  "grt_overflow": 0,
  "dp.final_hpwl_mm": 13.3,
  "fp-utilization_pct": 31.0,
  "cts_resized": 0,
  "wl_per_cell_um": 14.2,
  "critPathMaxFanout": 18,
  "netlist.area_leader.share_pct": 23.3,
  "routed_wirelength_mm": 17.2,
  "port_buffers": 77,
  "avgViaCountPerCell": 5.12,
  "synth.area.top_cells": "dfxtp_1 23%, ha_1 13%, xnor2_1 5.1%",
  "fp.dieH_um": 153,
  "grt_pass1_wl_mm": 28.1,
  "routabilityCongestion": 0.890,
  "critical_path_required_ns": 5.52,
  "ant_nets": 0,
  "hold_end": "trap9.frame_clk_rising_edge",
  "flop_cell": "dfxtp_1",
  "cts_hold_buffers": 0,
  "r2r_slack_ns": 4.50,
  "clock_skew_ns": 0.0101,
  "r2r_end": "trap1.trap_x[6]",
  "synth.avg_cell_area_um2": 8.08,
  "p_per_area_mw_per_mm2": 146,
  "synth-seq-cells": 86,
  "yosys.stat.chipArea_mm2": 0.00686,
  "antenna_cells_inserted": 0,
  "fin_util_pct": 37.3,
  "synth_top_cell_by_count": "dfxtp_1",
  "root_buffer": "clkbuf_16",
  "antenna_found_initial": 0,
  "timing.final.max_slew_violations": 0,
  "yosys.area.top_type": "dfxtp_1",
  "cts_tree": "done",
  "p_leak_nw": 3.19
}
[layer usage]
metal | vias to the layer above | routed length, um | GRT usage, %
li1 | 3243 | - | -
met1 | 2812 | 9240 | 24.1
met2 | 143 | 7010 | 21.9
met3 | 9 | 875 | 2.11
met4 | 0 | 121 | 1.01
met5 | - | 0 | 0
[worst max-delay path by stage]
stage         startpoint        end  slack [ns]
global route    DrawX[2]  trap_y[4]        0.06
finish          DrawX[1]  trap_y[4]        0.29
CTS             DrawX[2]  trap_y[4]        0.30
[metrics by stage]
step	total power, mW	setup WS, ns	cells	area, um^2
after floorplan	0.631	1.70	852	6870
after global placement	0.706	0.375	1196	7960
after detailed placement	0.706	0.333	1196	7960
after CTS	1.22	0.300	1212	8270
after global routing	1.26	0.0638	1212	8270
final	1.21	0.292	1212	8270
[kinds of logic (layout without fill, tap and decap cells)]
group                      after synthesis  after routing  share of synthesized area, %
AOI/OAI and AO/OA                      202            202                          20.8
xor gates and xnor gates                60             60                          7.66
adders and majority gates               75             75                          14.1
buffers and inverters                   87            167                          5.01
DFF                                     86             86                          26.0
muxes                                    6              6                         0.911
other                                    1              3                        0.0546
and+or+nand+nor                        333            333                          25.5
[final cells by class]
type | instances | area (um^2)
clock buffers | 9 | 225
clock inverters | 7 | 85.1
fillers | 2244 | 13900
inverters | 64 | 240
multi-input cells | 679 | 4750
flip-flops and latches | 86 | 1780
well taps | 280 | 350
repair buffers | 87 | 846
[power by group]
group | internal (mW) | total (mW) | switching (mW)
clock | 0.289 | 0.511 | 0.222
sequential | 0.506 | 0.511 | 0.00473
combinational | 0.0836 | 0.185 | 0.102
[cells in the final DEF, fill, tap and decap left out, drive strengths merged, types with 7 or more instances in the layout]
cell type and count:
clkdlybuf4s50 77, nor2 77, and3 9, dfxtp 80, nand2 78, o21ai 32
nor3 39, nand3 19, xnor2 40, inv 69, ha 71, nand4 21
clkbuf 9, xor2 20, nand2b 9, nor2b 17, o211a 8, and2 7
a211oi 19, or3 9, nand3b 7, a311oi 7, a31oi 15, o21a 10
a21oi 56, buf 10
[flip-flops by register name, indices dropped and copies added, names as in the netlist, 6 cells and up]
signal	count
trap9.trap_y	10
trap9.moving_counter	6
trap1.moving_counter	6
trap1.trap_x	9
trap8.moving_counter	6
trap0.trap_x	9
trap0.moving_counter	6
trap8.trap_y	10
[critical path, stage by stage]
cell and delay, ns:
clkdlybuf4s50_1 0.49, inv_1 0.07, ha_1 0.22, fa_1 0.40, nor2b_1 0.18, o31a_1 0.25, a21oi_1 0.10, nor4_2 0.22
o211ai_2 0.21, o31ai_4 0.83, nor2_1 0.25, a2bb2oi_1 0.20, clkdlybuf4s50_1 0.41
Power figures rest on the tool's default switching activity, not on a simulated workload.
